**design/flow/config.mk**
```make
export PLATFORM = sky130hd
export DESIGN_NAME = TOP
export DESIGN_NICKNAME = TOP
export VERILOG_FILES = /design/flow/design.v
export SDC_FILE = /design/flow/constraint.sdc
export NUM_CORES = 4
export LEC_CHECK = 1
export CORE_UTILIZATION = 30
```
**design/flow/constraint.sdc**
```tcl
current_design TOP

set clk_period 4.5
set clk_io_pct 0.2

create_clock -name clk0 -period $clk_period [get_ports {Clk}]

set non_clock_inputs [all_inputs -no_clocks]
set_input_delay [expr $clk_period * $clk_io_pct] -clock clk0 $non_clock_inputs
set_output_delay [expr $clk_period * $clk_io_pct] -clock clk0 [all_outputs]
```
**design/flow/design.v**
```verilog
module UART_rs232_rx (Clk,Rst_n,RxEn,RxData,RxDone,Rx,Tick,NBits);		 
input Clk, Rst_n, RxEn,Rx,Tick;		 
input [3:0]NBits;			 
output RxDone;				 
output [7:0]RxData;			 
parameter  IDLE = 1'b0, READ = 1'b1; 	 
reg [1:0] State, Next;			 
reg  read_enable = 1'b0;		 
reg  start_bit = 1'b1;			 
reg  RxDone = 1'b0;			 
reg [4:0]Bit = 5'b00000;		 
reg [3:0] counter = 4'b0000;		 
reg [7:0] Read_data= 8'b00000000;	 
reg [7:0] RxData;			 
always @ (posedge Clk or negedge Rst_n)			 
begin
if (!Rst_n)	State <= IDLE;				 
else 		State <= Next;				 
end
always @ (State or Rx or RxEn or RxDone)
begin
    case(State)	
	IDLE:	if(!Rx & RxEn)		Next = READ;	  
		else			Next = IDLE;
	READ:	if(RxDone)		Next = IDLE; 	  
		else			Next = READ;
	default 			Next = IDLE;
    endcase
end
always @ (State or RxDone)
begin
    case (State)
	READ: begin
		read_enable <= 1'b1;			 
	      end
	IDLE: begin
		read_enable <= 1'b0;			 
	      end
    endcase
end
always @ (posedge Tick)
	begin
	if (read_enable)
	begin
	RxDone <= 1'b0;							 
	counter <= counter+1;						 
	if ((counter == 4'b1000) & (start_bit))				 
	begin
	start_bit <= 1'b0;
	counter <= 4'b0000;
	end
	if ((counter == 4'b1111) & (!start_bit) & (Bit < NBits))	 
	begin
	Bit <= Bit+1;
	Read_data <= {Rx,Read_data[7:1]};
	counter <= 4'b0000;
	end
	if ((counter == 4'b1111) & (Bit == NBits)  & (Rx))		 
	begin
	Bit <= 4'b0000;
	RxDone <= 1'b1;
	counter <= 4'b0000;
	start_bit <= 1'b1;						 
	end
	end
end
always @ (posedge Clk)
begin
if (NBits == 4'b1000)
begin
RxData[7:0] <= Read_data[7:0];	
end
if (NBits == 4'b0111)
begin
RxData[7:0] <= {1'b0,Read_data[7:1]};	
end
if (NBits == 4'b0110)
begin
RxData[7:0] <= {1'b0,1'b0,Read_data[7:2]};	
end
end
endmodule
module TOP(
    	Clk                     ,
    	Rst_n                   ,   
   	Rx                      ,    
    	Tx                      ,
	RxData		        ,
	);
input           Clk             ;  
input           Rst_n           ;  
input           Rx              ;  
output          Tx              ;  
output [7:0]    RxData          ;  
wire [7:0]    	TxData     	;  
wire          	RxDone          ;  
wire          	TxDone          ;  
wire            tick		;  
wire          	TxEn            ;
wire 		RxEn		;
wire [3:0]      NBits    	;
wire [15:0]    	BaudRate        ;  
assign 		RxEn = 1'b1	;
assign 		TxEn = 1'b1	;
assign 		BaudRate = 16'd325; 	 
assign 		NBits = 4'b1000	;	 
UART_rs232_rx I_RS232RX(
    	.Clk(Clk)             	,
   	.Rst_n(Rst_n)         	,
    	.RxEn(RxEn)           	,
    	.RxData(RxData)       	,
    	.RxDone(RxDone)       	,
    	.Rx(Rx)               	,
    	.Tick(tick)           	,
    	.NBits(NBits)
    );
UART_rs232_tx I_RS232TX(
   	.Clk(Clk)            	,
    	.Rst_n(Rst_n)         	,
    	.TxEn(TxEn)           	,
    	.TxData(TxData)      	,
   	.TxDone(TxDone)      	,
   	.Tx(Tx)               	,
   	.Tick(tick)           	,
   	.NBits(NBits)
    );
UART_BaudRate_generator I_BAUDGEN(
    	.Clk(Clk)               ,
    	.Rst_n(Rst_n)           ,
    	.Tick(tick)             ,
    	.BaudRate(BaudRate)
    );
endmodule
module UART_rs232_tx (Clk,Rst_n,TxEn,TxData,TxDone,Tx,Tick,NBits);	 
input Clk, Rst_n, TxEn,Tick;	 
input [3:0]NBits;		 
input [7:0]TxData;		 
output Tx;
output TxDone;
parameter  IDLE = 1'b0, WRITE = 1'b1;	 
reg  State, Next;			 
reg  TxDone = 1'b0;			 
reg  Tx;				 
reg write_enable = 1'b0;		 
reg start_bit = 1'b1;			 
reg stop_bit = 1'b0;			 
reg [4:0] Bit = 5'b00000;		 
reg [3:0] counter = 4'b0000;		 
reg [7:0] in_data=8'b00000000;		 
reg [1:0] R_edge;			 
wire D_edge;				 
always @ (posedge Clk or negedge Rst_n)			 
begin
if (!Rst_n)	State <= IDLE;				 
else 		State <= Next;				 
end
always @ (State or D_edge or TxData or TxDone) 
begin
    case(State)	
	IDLE:	if(D_edge)		Next = WRITE;		 
		else			Next = IDLE;
	WRITE:	if(TxDone)		Next = IDLE;  		 
		else			Next = WRITE;
	default 			Next = IDLE;
    endcase
end
always @ (State)
begin
    case (State)
	WRITE: begin
		write_enable <= 1'b1;	 
	end
	IDLE: begin
		write_enable <= 1'b0;	 
	end
    endcase
end
always @ (posedge Tick)
begin
	if (!write_enable)				 
	begin
	TxDone = 1'b0;
	start_bit <=1'b1;
	stop_bit <= 1'b0;
	end
	if (write_enable)				 
	begin
	counter <= counter+1;				 
	if(start_bit & !stop_bit)			 
	begin
	Tx <=1'b0;					 
	in_data <= TxData;				 
	end		
	if ((counter == 4'b1111) & (start_bit) )	 
	begin		
	start_bit <= 1'b0;
	in_data <= {1'b0,in_data[7:1]};
	Tx <= in_data[0];
	end
	if ((counter == 4'b1111) & (!start_bit) &  (Bit < NBits-1))	 
	begin		
	in_data <= {1'b0,in_data[7:1]};
	Bit <=Bit+1;
	Tx <= in_data[0];
	start_bit <= 1'b0;
	counter <= 4'b0000;
	end	
	if ((counter == 4'b1111) & (Bit == NBits-1) & (!stop_bit))	 
	begin
	Tx <= 1'b1;	
	counter <= 4'b0000;	
	stop_bit <=1'b1;
	end
	if ((counter == 4'b1111) & (Bit == NBits-1) & (stop_bit) )	 
	begin
	Bit <= 4'b0000;
	TxDone <= 1'b1;
	counter <= 4'b0000;
	end
	end
end
always @ (posedge Clk or negedge Rst_n)
begin
	if(!Rst_n)
	begin
	R_edge <= 2'b00;
	end
	else
	begin
	R_edge <={R_edge[0], TxEn};
	end
end
assign D_edge = !R_edge[1] & R_edge[0];
endmodule
module UART_BaudRate_generator(
    Clk                   ,
    Rst_n                 ,
    Tick                  ,
    BaudRate
    );
input           Clk                 ;  
input           Rst_n               ;  
input [15:0]    BaudRate            ;  
output          Tick                ;  
reg [15:0]      baudRateReg         ;  
always @(posedge Clk or negedge Rst_n)
    if (!Rst_n) baudRateReg <= 16'b1;
    else if (Tick) baudRateReg <= 16'b1;
         else baudRateReg <= baudRateReg + 1'b1;
assign Tick = (baudRateReg == BaudRate);
endmodule
```
**design/flow/run.sh**
```bash
#!/bin/bash
# OpenROAD 26Q1-2900-gdf79404cd8, Yosys 0.63+post, stock flow scripts
make -C /OpenROAD-flow-scripts/flow DESIGN_CONFIG=/design/flow/config.mk WORK_HOME=/design/flow/orfs finish
```
==> results.tsv <==
stage	metric	value	unit
synth	syn_area	0.00251	mm2
floorplan	dieArea	0.00872	mm2
sta	min_period	1940	ps
cts	root_buffer	clkbuf_8	
synth	synth_flops	62	
final_layout	drive_gt1_frac	0.0783	
route	via_per_inst	4.49	
grt	grt_use_total	0.0901	
worst_setup_path	cp.required	3600	ps
job	maxCapViolations	0	
cts	path_clk_slew	60	ps
route	drc	0	
synth	syn_inst	198	
final_layout	ff_latch_area	0.00163	mm2
worst_setup_path	worstReg2RegStart	I_BAUDGEN.baudRateReg[5]$_DFF_PN0_	
floorplan	die_height	93.4	um
final_layout	area_delta_synth_final	15.2	%
sta	fmax	515	MHz
place	pre_cts_ws	2620	ps
grt	first_global_vias	1264	
power_and_ir_drop	p_per_area	206	mW/mm2
floorplan	top_level_ports	12	
grt	antenna_found_initial	0	
worst_setup_path	cp-startpoint	I_RS232RX.RxData[1]$_DFF_P_	
route	num_vias	1431	
cts	cts_made_buffers	5	
cts	cts_setup_buffers	0	
worst_setup_path	crit_buf_inv	1	
grt	gr-total-overflow	0	
worst_setup_path	crit_path_end_kind	primary output	
final_layout	utilization	0.366	
worst_setup_path	crit_path_max_fanout	1	
place	placedInstanceArea	0.00275	mm2
worst_setup_path	slowest_delay	450	ps
cts	clk_latency	280	ps
place	dp_hpwl	2350	um
sta	drv_slew	0	
synth	synth_cell_types	36	
sta	tns	0	ps
sta	skew	7.20	ps
cts	clockBufferDepth	2	
worst_hold_path	holdCritPathClass	register to register	
synth	yosysWarnings	11	
place	numPortBuffers	11	
sta	unclocked_regs	33	
power_and_ir_drop	irDropWorstVdd	0.148	mV
worst_setup_path	crit_family	buffers and inverters	
cts	cts-hold-fix-buffers	0	
synth	yosys_cells	198	
worst_setup_path	critPathSlowestCell	clkdlybuf4s50_1	
floorplan	rows	32	
cts	post_cts_resized	0	
final_layout	finalInstanceArea	0.00289	mm2
place	place_congestion	0.797	
cts	cts_tree	yes	
worst_hold_path	min_from	I_RS232TX.R_edge[0]$_DFF_PN0_	
route	drt-initial-drc-count	54	
power_and_ir_drop	cellLeakagePower	1.12	nW
sta	setup_viol	0	
floorplan	core_area	0.00789	mm2
floorplan	fp.dieW	93.4	um
sta	rsz0062_at_grt	false	
sta	setup_ws	2560	ps
grt	grt_pass1_wl	6120	um
route	wire_per_inst	10.9	um
worst_setup_path	worstSetupPathType	register to primary output	
sta	period_used_share	0.432	
final_layout	fillers	734	
sta	hold_viol	0	
cts	htreeDepth	2	
worst_setup_path	cp_data_arrival_time	1040	ps
route	ant_nets	0	
route	wirelength	3470	um
synth	yosysChipArea	0.00251	mm2
worst_setup_path	startpoint_type	register	
outcome	status	finished, final reports clean	
grt	grt_max_degree	39	
final_layout	layout.area.comb	818	um2
job	warnings	28	
worst_setup_path	worstPathCellList	clkdlybuf4s50_1	
sta	untimed_endpoints	71	
route	firstDrtPassIters	4	
floorplan	fp-utilization	0.318	
route	num_antenna_cells	0	
synth	synth_area_per_cell	12.7	um2
## sequential cells by signal (all words and copies together) (netlist names)
signal	flops
I_RS232RX.Read_data	8
I_RS232RX.State	2
I_RS232TX.stop_bit	1
I_RS232TX.counter	4
I_RS232TX.TxDone	1
I_BAUDGEN.baudRateReg	16
I_RS232TX.R_edge	2
I_RS232RX.counter	4
I_RS232RX.RxData	8
I_RS232TX.Tx	1
I_RS232RX.Bit	5
I_RS232TX.Bit	5
I_RS232RX.read_enable	1
I_RS232TX.start_bit	1
I_RS232TX.State	1
I_RS232RX.RxDone	1
I_RS232RX.start_bit	1
## metrics by stage
step / std cells / power [mW] / hold slack (ps)
2_1_floorplan: 198 / 0.270 / 355
3_3_place_gp: 311 / 0.277 / 364
3_5_place_dp: 311 / 0.277 / 373
4_1_cts: 319 / 0.605 / 387
5_1_grt: 319 / 0.622 / 391
6_report: 319 / 0.596 / 380
## cell type report
class | instances | share of cell area
tap | 102 | 0.0442
sequential | 62 | 0.566
inverter | 11 | 0.0143
clock buffer | 5 | 0.0238
timing repair buffer | 14 | 0.0459
clock inverter | 3 | 0.0225
multi-input combinational | 122 | 0.283
## cell usage in the layout (no fill, tap or decap), types with 10 or more instances in the layout
cell and instances:
edfxtp_1 29, nor2_1 21, dfrtp_1 19, nand3_1 13, xnor2_1 12, dfxtp_1 11
inv_1 11, xor2_1 11, clkdlybuf4s50_1 11, nand2_1 10
## final timing paths
path	end	slack, ps	cells past startpoint
setup reg to reg	I_BAUDGEN.baudRateReg[3]$_DFF_PN0_	2630	4
max in group asynchronous	I_RS232RX.State[0]$_DFF_PN1_	3260	2
setup / recovery	RxData[1]	2560	1
hold reg to reg	I_RS232TX.R_edge[1]$_DFF_PN0_	380	0
hold / removal	I_RS232TX.R_edge[1]$_DFF_PN0_	380	0
min in group asynchronous	I_BAUDGEN.baudRateReg[3]$_DFF_PN0_	970	2
## routing by layer
layer / vias to the layer above / part of all wire / track usage
li1: 724 / - / -
met1: 683 / 0.54 / 0.165
met2: 18 / 0.42 / 0.116
met3: 6 / 0.030 / 0.0149
met4: 0 / 0.018 / 0.0167
met5: - / 0 / 0
## cells by family (layout without fill, tap and decap cells)
| family | after synthesis | count (layout) | share of synthesized area |
|---|---|---|---|
| and+or+nand+nor | 75 | 75 | 0.166 |
| DFF | 61 | 61 | 0.646 |
| xor gates and xnor gates | 23 | 23 | 0.0804 |
| AOI/OAI and AO/OA | 14 | 14 | 0.0349 |
| buffers and inverters | 14 | 33 | 0.0215 |
| adders and majority gates | 8 | 8 | 0.0399 |
| other | 1 | 1 | 0.00150 |
| muxes | 1 | 1 | 0.00399 |
| latches | 1 | 1 | 0.00599 |
## cells in the mapped netlist
library cell  number  area, um2
mux2i_1            1       10.0
ha_1               8        100
conb_1             1       3.75
nand2b_1           2       12.5
and4_1             2       17.5
inv_1             11       41.3
nand3_1           13       65.1
nand4_1            4       25.0
xor2_1            11       96.3
a21oi_1            1       5.00
dlxtn_1            1       15.0
clkbuf_1           2       7.51
or3b_2             1       8.76
o21a_1             3       22.5
o21ai_0            5       25.0
nand4b_1           4       35.0
a22o_1             1       8.76
dfrtp_1           19        475
dfstp_2            2       52.6
o22ai_1            1       6.26
edfxtp_1          29        871
nor3_1             3       15.0
a21boi_0           1       7.51
and2_1             4       25.0
nor2_1            21       78.8
or4_4              1       11.3
nand2_1           10       37.5
dfxtp_1           11        220
and3_1             2       12.5
buf_2              1       5.00
xnor2_1           12        105
and4_2             1       10.0
a31oi_1            2       12.5
nor2b_1            4       25.0
or4_1              2       15.0
nor4_4             1       21.3
## power breakdown
part           total [mW]  internal (mW)  switching, mW
sequential          0.263          0.262        0.00103
clock               0.324          0.220          0.104
combinational     0.00832        0.00321        0.00511
Power and IR drop assume default switching activity.
